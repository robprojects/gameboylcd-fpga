### flow/design.v
`timescale 1ns / 1ps
module lineram(
    input clk,
    input we,
    input [9:0] wa,
    input [9:0] ra,
    input [1:0] di,
    output [1:0] do1
    );
	reg [1:0] ram [1023:0];
	reg [1:0] out_reg;
	always @(posedge clk)
	begin
		if (we)
			ram[wa] <= di;
		out_reg <= ram[ra];
	end
	assign do1 = out_reg;
endmodule
### flow/constraint.sdc
current_design lineram

set clk_period 8.4
set clk_io_pct 0.2

create_clock -name clk0 -period $clk_period [get_ports {clk}]

set non_clock_inputs [all_inputs -no_clocks]
set_input_delay [expr $clk_period * $clk_io_pct] -clock clk0 $non_clock_inputs
set_output_delay [expr $clk_period * $clk_io_pct] -clock clk0 [all_outputs]
### flow/run.sh
#!/bin/bash
# OpenROAD 26Q1-2900-gdf79404cd8, Yosys 0.63+post, stock flow scripts
make -C /OpenROAD-flow-scripts/flow DESIGN_CONFIG=/design/flow/config.mk WORK_HOME=/design/flow/orfs finish
### flow/config.mk
export PLATFORM = sky130hd
export DESIGN_NAME = lineram
export DESIGN_NICKNAME = lineram
export VERILOG_FILES = /design/flow/design.v
export SDC_FILE = /design/flow/constraint.sdc
export NUM_CORES = 4
export LEC_CHECK = 1
export CORE_UTILIZATION = 30
==> flow_summary.ini <==
; physical design summary
[routing]
drt_iter0_drc = 3216
first_pass_iters = 5
wl_met2_mm = 109
wl_met1_mm = 73.8
viasPerCell = 5.14
drc = 0
routedWlPerCell_um = 26.6
dr_wl_met3_mm = 40.6
wl_mm = 231
top_layer = met5
ant_nets = 0
via_count = 44600

[critical_path]
crit_buf_inv = 4
rr_worst_depth = 8
endpoint = out_reg[0]$_DFF_P_
crit_chain = buf_8, buf_12, buf_4, mux2i_1, o221ai_2, o22ai_1, a2111oi_2, o221ai_1, buf_4, nor4_1, o22ai_1, nand4_1
cp_top_family = buffers and inverters
cp.depth = 12
end_kind = flop
rr_endpoint = out_reg[1]$_DFF_P_
rrSetupSlack_ns = 4.96
arrival_ns = 6.13
slowest_delay_ns = 0.92
slowest_stage = nor4_1
path_class = input port to flop
worst-path-max-fanout = 75
reg2reg_from = ram[384][1]$_DFFE_PP_
required_ns = 9.15
startpoint = ra[0]
cp-start-kind = input port

[sta]
tightestPinTransition_ns = 1.32
fin_skew_ns = 0.0382
period_used_pct = 64.0
setup_violations = 0
hold_viol_final = 0
fin_setup_tns_ns = 0
rsz0062_at_grt = false
relSlewSlack_pct = 11.8
layout_min_cycle_time_ns = 5.37
clock.fmax_mhz = 186
slew_violations = 0

[floorplanning]
die_x_um = 530
fp_util_pct = 30.2
dieArea_um2 = 281000
rows = 193
core_um2 = 277000
fp.dieH_um = 530
io_pins = 26

[job]
drv_cap = 0
warning_count = 47

[power_and_ir_drop]
powerDensity_nw_per_um2 = 224
ir_worst_vdd_v = 0.000169
netSwitchingFraction_pct = 21.3
p_seq_share_pct = 53.1
p_int_mw = 16.7
power_frac_comb_pct = 5.0
p_leak_nw = 28.2
p_switching_mw = 4.51
clockPowerShare_pct = 41.9

[clock_tree]
ctsResizeCount = 0
cts_buffer_depth = 3
tritoncts = yes
cts.sinks = 2050
cts_buffers = 201
htree_levels = 4
post-cts-setup-buffer-count = 0
hold_buffers = 0
path_clk_slew_ns = 0.06
clk_latency_ns = 0.82
root_buffer = clkbuf_16

[final_layout]
fill_cells = 25600
layout-drive-gt1-share_pct = 19.4
seq_area_um2 = 61500
design_area_um2 = 95000
synthToLayoutAreaGrowth_pct = 13.4
logic_area_um2 = 20500
largest_register_ffs = 2048

[synth]
seq_area_frac_synth_pct = 73.5
top_cell_area_share_pct = 73.4
ys_cells = 4793
ys_warn_count = 1
avgSynthCellArea_um2 = 17.5
synth_cell_types = 66
synth_flops = 2050
ff_type = edfxtp_1
edf_count = 2048
ys_async_sr_fraction_pct = 0
synth_area_leader_cell = edfxtp_1
netlist_instances = 4793
synth_chip_area_um2 = 83800
syn_area_um2 = 83800
yosys-top-cells-area = edfxtp_1 73%, mux4_2 12%, nor2_1 4.7%

[global_route]
grt_use_total_pct = 17.7
first_global_vias = 48800
grt_pass1_wl_mm = 335
antenna_found_initial = 7
overflow = 0
grt_max_degree = 163

[place]
portBuffers = 25
placement.cell_area_um2 = 88400
gp_congestion = 0.874
dp_hpwl_mm = 135

[worst_hold_path]
hold_class = flop to flop
hold_depth = 5

[run_status]
outcome = finished clean
## worst min-delay path, delay by kind of cell (launching register included)
family             cells  cell delay, ns
AOI/OAI and AO/OA      2            0.22
muxes                  1            0.21
and+or+nand+nor        2            0.28
DFF                    1            0.31
## cells in the final DEF (no fill, tap or decap), types with 4 or more instances in the layout
cell / synthesis / final
and3_1: 8 / 8
buf_12: 2 / 14
edfxtp_1: 2048 / 2048
bufinv_16: 0 / 19
nor3_1: 45 / 44
nor3b_1: 10 / 9
nand4_1: 13 / 13
nand2_1: 96 / 90
a21oi_1: 70 / 70
o221ai_1: 82 / 82
clkdlybuf4s50_1: 0 / 17
o31ai_1: 5 / 5
a211oi_1: 13 / 13
clkinvlp_4: 0 / 5
clkinv_1: 1 / 39
nand2b_1: 8 / 7
o21ai_0: 36 / 36
nand3_4: 0 / 24
a31oi_1: 7 / 7
clkbuf_16: 0 / 206
clkbuf_1: 239 / 59
buf_8: 14 / 4
nand2_2: 0 / 5
and2_1: 6 / 5
nor2_1: 1054 / 1052
nor2b_1: 13 / 9
mux4_2: 449 / 449
clkinv_2: 0 / 36
inv_6: 0 / 4
nand3_1: 39 / 15
o22ai_1: 45 / 45
nand3b_1: 4 / 4
a22oi_1: 45 / 45
a221oi_1: 13 / 13
diode_2: 0 / 5
nor4_1: 9 / 9
mux2i_1: 205 / 205
mux2_2: 8 / 8
buf_4: 28 / 162
a22o_1: 13 / 13
## metrics by stage
step	hold WS (ns)	instances	total power, mW	util (%)	setup slack (ns)
after floorplan	0.812	4793	12.1	-	4.36
after global placement	1.11	8299	12.5	31.9	2.25
after detailed placement	1.03	8300	12.5	31.9	2.26
after CTS	1.07	8674	21.3	34.3	3.11
after global routing	1.17	8676	21.8	34.3	2.94
final	1.07	8679	21.2	34.3	3.03
## power by group through the flow
stage | sequential (mW) | combinational [mW] | clock, mW
global route | 11.3 | 1.13 | 9.41
CTS | 11.3 | 1.07 | 9.01
finish | 11.3 | 1.06 | 8.89
## area by class of cell
| class | instances | area share (%) |
|---|---|---|
| clock inverters | 108 | 1.17 |
| flip-flops and latches | 2050 | 64.8 |
| multi-input cells | 2341 | 21.6 |
| well taps | 3705 | 4.88 |
| repair buffers | 198 | 1.82 |
| diodes | 5 | 0.0132 |
| inverters | 6 | 0.0277 |
| clock buffers | 266 | 5.68 |
## cell families (layout without fill, tap and decap cells)
| family | after synthesis | in the layout | synth area share (%) |
|---|---|---|---|
| AOI/OAI and AO/OA | 353 | 353 | 2.98 |
| DFF | 2050 | 2050 | 73.5 |
| and+or+nand+nor | 1324 | 1324 | 6.40 |
| buffers and inverters | 402 | 578 | 2.49 |
| other | 0 | 5 | 0 |
| muxes | 664 | 664 | 14.7 |
## how the worst min path moves through the flow
stage	startpoint	endpoint	slack [ns]
CTS	ram[192][0]$_DFFE_PP_	out_reg[0]$_DFF_P_	1.07
finish	ram[192][0]$_DFFE_PP_	out_reg[0]$_DFF_P_	1.07
global route	ram[310][0]$_DFFE_PP_	out_reg[0]$_DFF_P_	1.17
## synth_stat cells (3+ instances only)
cell type	n
o31ai_1	5
a211oi_1	13
buf_8	14
nand2_1	96
and3_1	8
clkbuf_1	239
a21oi_1	70
buf_4	28
a221oi_1	13
buf_6	33
edfxtp_1	2048
nor3_1	45
buf_1	54
nor4_1	9
o21ai_0	36
a22oi_1	45
mux2i_1	205
mux2_2	8
and2_1	6
nand3b_1	4
buf_2	26
a311oi_1	3
o221ai_1	82
o22ai_1	45
a31oi_1	7
nor2_1	1054
nand4_1	13
nor2b_1	13
nand3_1	39
nand2b_1	8
nor4b_1	3
a22o_1	13
nor3b_1	10
o311ai_0	3
mux4_2	449
inv_1	4
## per-layer routing
metal,track usage [%],vias up
met4,4.35,10
met2,27.0,2683
li1,-,18900
met1,19.2,22600
met3,14.0,428
met5,0.393,-
Power is estimated from default activity; no workload was simulated.
