File: flow/run.sh
#!/bin/bash
# OpenROAD 26Q1-2900-gdf79404cd8, Yosys 0.63+post, stock flow scripts
make -C /OpenROAD-flow-scripts/flow DESIGN_CONFIG=/design/flow/config.mk WORK_HOME=/design/flow/orfs finish
File: flow/config.mk
export PLATFORM = sky130hd
export DESIGN_NAME = gblcd
export DESIGN_NICKNAME = gblcd
export VERILOG_FILES = /design/flow/design.v
export SDC_FILE = /design/flow/constraint.sdc
export NUM_CORES = 4
export LEC_CHECK = 1
export CORE_UTILIZATION = 30
File: flow/constraint.sdc
current_design gblcd

set clk_period 2.6
set clk_io_pct 0.2

create_clock -name clk0 -period $clk_period [get_ports {clk}]
create_clock -name clk1 -period $clk_period [get_ports {pixclk}]

set non_clock_inputs [all_inputs -no_clocks]
set_input_delay [expr $clk_period * $clk_io_pct] -clock clk0 $non_clock_inputs
set_output_delay [expr $clk_period * $clk_io_pct] -clock clk0 [all_outputs]
File: flow/design.v
`timescale 1ns / 1ps
module gblcd(
    input pixclk,
    input hsync,
    input vsync,
    input [1:0] gb_d,
    input clk,
    output [9:0] lram_wa,
    output lram_we,
    output [1:0] lram_di,
    output [7:0] rrow_out,
    output r_row_inc_out,
    input line_done,
    output frame_out,
    output even_line_out
    );
reg [7:0] col;
reg [7:0] row;
reg [7:0] rrow;
reg frame;
reg r_row_inc;
assign rrow_out = rrow;
assign r_row_inc_out = r_row_inc;
assign frame_out = frame;
initial begin
	col = 0;
	row = 0;
	rrow = 0;
end
reg col_en, col_en_r;
reg col_rst;
reg [1:0] gb_d_pixclk;
reg hsync_pixclk;
reg pix_t;
initial begin
	pix_t = 1'b0;
end
always @(posedge pixclk) begin
	gb_d_pixclk <= gb_d;
	hsync_pixclk <= hsync;
	pix_t <= !pix_t;
end
reg [1:0] gb_d_r, gb_d_r2, gb_d_r3;
reg pix_t_r, pix_t_r2, pix_t_r3;
reg hsync_r, hsync_r2, hsync_r3, hsync_r4, hsync_r5;
reg vsync_r, vsync_r2, vsync_r3;
always @(posedge clk) begin
	gb_d_r <= gb_d_pixclk;
	gb_d_r2 <= gb_d_r;
	gb_d_r3 <= gb_d_r2;
	pix_t_r <= pix_t;
	pix_t_r2 <= pix_t_r;
	pix_t_r3 <= pix_t_r2;
	hsync_r <= hsync_pixclk;
	hsync_r2 <= hsync_r;
	hsync_r3 <= hsync_r2;
	hsync_r4 <= hsync_r3;
	hsync_r5 <= hsync_r4;
	vsync_r <= vsync;
	vsync_r2 <= vsync_r;
	vsync_r3 <= vsync_r2;
end
always@(pix_t_r2, pix_t_r3, hsync_r3, vsync_r2, vsync_r3, col) begin
   col_en <= 1'b0;
	frame <= 1'b0;
	col_rst <= 1'b0;
	if (pix_t_r2 != pix_t_r3) begin
		col_en <= 1'b1;
		if (hsync_r2 == 1'b1 && col != 0) begin
			col_rst <= hsync_r5;
		end
	end
	if (vsync_r3 == 1'b0 && vsync_r2 == 1'b1) begin
		frame <= 1'b1;
	end
end
always @(posedge clk) begin
	if (col_rst == 1'b1) begin
		col <= 8'h00;
	end else if (col_en == 1'b1)
		col <= col + 1;
	col_en_r <= col_en;
end
reg row_inc;
always @(posedge clk) begin
	if (col == (160-2) && col_en == 1'b1)
		row_inc <= 1'b1;
	else
		row_inc <= 1'b0;
end
reg [7:0] row_r;
reg [7:0] row_r2;
assign lram_wa = {row[1:0], col[7:0]};
assign lram_we = col_en_r;
assign lram_di = gb_d_r2;
parameter S_FFWAIT = 4'b0000;
parameter S_FFLINE = 4'b0001;
parameter S_FFXLINE = 4'b0010;
parameter S_FFWAITX = 4'b0011;
parameter S_FILL = 4'b0100;
parameter S_FLUSH = 4'b0101;
parameter S_FLUSH2 = 4'b0110;
parameter S_FLUSHX = 4'b0111;
parameter S_FLUSHX2 = 4'b1000;
reg [3:0] fstate;
reg [3:0] skipcnt;
reg [1:0] fillcnt;
initial begin
	fstate = S_FILL;
	skipcnt = 0;
	fillcnt = 0;
end
reg flush_inc;
always @(posedge clk) begin
	if (frame)
		skipcnt <= 0;
	else if (row_inc | flush_inc)
		if (skipcnt == 2)
			skipcnt <= 0;
		else
			skipcnt <= skipcnt + 1;
end
always @(posedge clk) begin
	if (frame)
		row <= 0;
	else if (row_inc | flush_inc) begin
		row <= row + 1;
		row_r <= row;
		rrow <= row_r;
	end
end
always @(posedge clk) begin
	if (frame)
		fillcnt <= 0;
	else if (row_inc) fillcnt <= fillcnt + 1;
end
always @(posedge clk) begin
	if (frame)
		fstate <= S_FILL;
	else begin	
		case (fstate)
			S_FILL: begin
				if (fillcnt == 1) fstate <= S_FFWAIT;
			end
			S_FFWAIT: begin
				if (row_inc)
					if (rrow == 141)
						fstate <= S_FLUSH2;
					else 
						fstate <= S_FFLINE;
			end
			S_FFWAITX: begin
				if (row_inc)
					if (rrow == 141)
						fstate <= S_FLUSH2;
					else 
						fstate <= S_FFLINE;
			end
			S_FLUSH: begin
				fstate <= S_FLUSH2;
			end
			S_FLUSH2: begin
				if (line_done)
					if (rrow == 144)
						fstate <= S_FILL;  
					else if (skipcnt == 2)
						fstate <= S_FLUSH;
					else
						fstate <= S_FLUSHX;
			end
			S_FLUSHX: begin
				fstate <= S_FLUSHX2;
			end
			S_FLUSHX2: begin
				if (line_done)
					if (rrow == 144)
						fstate <= S_FILL;  
					else
						fstate <= S_FLUSH;
			end
			S_FFLINE:
				if (line_done == 1'b1)
					if (skipcnt == 2)
						fstate <= S_FFWAIT;
					else
						fstate <= S_FFXLINE;
			S_FFXLINE:
				fstate <= S_FFWAITX;
		endcase
	end
end
reg even_line;
always @(fstate, row_inc) begin
	r_row_inc = 1'b0;
	even_line = 1'b0;
	flush_inc = 1'b0;
	case (fstate)
		S_FFWAIT: begin
			r_row_inc = (row_inc);
		end
		S_FFWAITX: begin
			r_row_inc = (row_inc);
			even_line = 1'b1;
		end
		S_FFLINE: begin
		end
		S_FFXLINE: begin
			r_row_inc = 1'b1;
		end
		S_FLUSH: begin
			flush_inc = 1'b1;
			r_row_inc = 1'b1;
		end
		S_FLUSHX: begin
			r_row_inc = 1'b1;
			even_line = 1'b1;
		end
	endcase
end
assign even_line_out = even_line;
endmodule
==> results.toml <==
# synthesis and place-and-route metrics
[setup_path]
cp-end-kind = "output port"
cp_common_cell = "sky130_fd_sc_hd__nor3_1"
critical_path.startpoint_type = "flop"
critical-path-slowest-cell = "sky130_fd_sc_hd__clkdlybuf4s50_1"
worst_path_dominant_cell_family = "buffers and inverters"
cp_num_buf_inv = 2
critical_path_class = "flop to output port"
cp_max_fo = 14
series_of_cell_instances_along_the_critical_path = "inv_1 > nor2_2 > nor3_1 > nor3_1 > clkdlybuf4s50_1"
timing.reg2reg.worst_path_depth = 5
r2r_start = "fstate[2]$_SDFFE_PP1P_"
worstReg2RegEnd = "fstate[2]$_SDFFE_PP1P_"
critPathRequiredTime_ns = 2.08
reg2reg_setup_slack_ns = 0.64
critical_path_arrival_ns = 1.89
timing.critical_path.slowest_cell_delay_ns = 0.49

[grt]
grt_max_degree = 19
globalRoute.totalOverflow = 0
grtUsageTotal = 0.105
initial_antenna_violation_count = 0
grt.met1_usage = 0.158
grt_first_pass_wirelength_um = 6940
number_of_global_route_vias_before_repair = 1520
grt_util_met3 = 0.0363
grt.busiest_layer = "met1"
met2_global_route_usage = 0.149

[synthesis]
synth.yosys.warnings = 1
synthCells = 220
synth_seq_share = 0.585
yosys-stat-area_um2 = 2430
syn_area_per_cell_um2 = 11.0
numSynthFlops = 63
synthDistinctLibCells = 48
yosys-stat-cells = 220
synth.cell_area_um2 = 2430

[pwr]
irDropWorstVdd_v = 0.000475
p_per_area_nw_per_um2 = 667
p_clk_frac = 0.494
seqPwrFrac = 0.495
netSwitchingFraction = 0.187
internal-power_mw = 1.66
relative_contribution_of_combinational_cells_to_total_power = 0.011
power_leakage_nw = 1.13
post-layout-total-power_mw = 2.05
switching_power_mw = 0.384

[floorplanning]
die_width_um = 92.0
fp_util = 0.313
core_region_area_um2 = 7770
placement_rows = 32
die_area_um2 = 8460
die_height_um = 92.0
pin_count = 31

[clocking]
path_clk_slew_ns = 0.07
cts_tree = "done"
cts.repair.resized = 1
cts_setup_buffers = 0
cts_hold_buffers = 0
clkSinkCount = 63

[cells_and_area]
lay_top_count = "sky130_fd_sc_hd__dfxtp_1"
flow.area_growth_from_synthesis_pct = 26.4
layout_top_cells = "sky130_fd_sc_hd__dfxtp_1, sky130_fd_sc_hd__clkdlybuf4s50_1, sky130_fd_sc_hd__nor2_1"
fin_area_um2 = 3070
drive_gt1_frac = 0.115
finalNonFillerCells = 362
nFillCells = 768

[placed_design]
placed_cells_incl_taps = 343
place.port_buffers = 29
dp_hpwl_um = 2670
gpl.final_weighted_congestion = 0.826
placement.cell_area_um2 = 2810

[drt]
wirelength_um = 4030
detailroute.via_count = 1653
drt_first_pass_iters = 4
detail_route.vias_per_cell = 4.57
drcViolationCount = 0
wl_per_cell_um = 11.1
initialDrtViolationCount = 51
detail-route-antenna-nets = 0
antennaDiodeCount = 0

[timing]
fin_setup_tns_ns = 0
finalClockSkew_ns = 0.00900
finalHoldViolations = 0
setup-violations-final = 0
total_count_of_max_transition_violations_in_the_final_report = 0
worst_margin_pin_slew_ns = 0.715
rsz0062_at_grt = "no"
timing.max_slew.rel_slack = 0.521

[status]
outcome = "complete, no violations"

[flow_run]
stage_log_warning_count = 28
maxCapViolations = 0

[worst_hold_path]
worst_hold_startpoint = "gb_d_pixclk[1]$_DFF_P_"
min_path_type = "flop to flop"
min_to = "gb_d_r[1]$_DFF_P_"
hold_path_depth = 0
==> routing by layer <==
metal,up-vias,part of all wire
met1,755,0.49
met4,0,0.021
met3,8,0.058
li1,850,-
met2,40,0.43
met5,-,0
==> synthesized netlist by cell type, drive strengths merged <==
master | instances | area [um2]
inv | 9 | 33.8
or3 | 2 | 17.5
a21o | 1 | 7.51
a31oi | 3 | 18.8
o31a | 1 | 8.76
a21boi | 1 | 7.51
and3 | 3 | 18.8
edfxtp | 16 | 480
nand4 | 9 | 56.3
a22oi | 1 | 7.51
mux2i | 4 | 40.0
nor2b | 5 | 31.3
o311ai | 1 | 8.76
or4b | 1 | 13.8
buf | 10 | 60.1
a211o | 1 | 10.0
maj3 | 1 | 10.0
xor2 | 14 | 123
o211ai | 2 | 15.0
and4 | 1 | 8.76
nand3 | 4 | 20.0
o31ai | 1 | 12.5
nor3 | 8 | 40.0
a22o | 1 | 8.76
dfxtp | 47 | 941
a21oi | 4 | 20.0
xnor2 | 3 | 26.3
nor3b | 1 | 7.51
and2 | 3 | 18.8
clkbuf | 1 | 3.75
a32o | 2 | 20.0
nor4b | 2 | 32.5
nor2 | 28 | 105
o21a | 1 | 7.51
a41o | 1 | 10.0
and4b | 1 | 10.0
o21ai | 6 | 30.0
nor4 | 1 | 6.26
nand2 | 10 | 37.5
a211oi | 3 | 22.5
ha | 5 | 62.6
a31o | 1 | 8.76
==> cell families after synthesis <==
group                      count (synthesis)  share of synthesized area
and+or+nand+nor                           79                      0.175
DFF                                       63                      0.585
AOI/OAI and AO/OA                         31                     0.0922
buffers and inverters                     20                     0.0402
xor gates and xnor gates                  17                     0.0613
adders and majority gates                  6                     0.0299
muxes                                      4                     0.0165
==> through the flow <==
stage	hold WS (ns)	setup slack (ns)	utilization
4_1_cts	0.188	0.0976	0.395
5_1_grt	0.179	0.0270	0.395
6_report	0.203	0.192	0.395
3_5_place_dp	0.312	0.306	0.361
2_1_floorplan	0.310	0.767	-
3_3_place_gp	0.310	0.363	0.361
==> cell type report <==
cell class | count | area, um2 | area share
Timing Repair Buffer | 32 | 313 | 0.102
Tap cell | 102 | 128 | 0.0416
Sequential cell | 63 | 1420 | 0.464
Inverter | 9 | 33.8 | 0.0110
Multi-Input combinational cell | 137 | 912 | 0.297
Clock inverter | 6 | 90.1 | 0.0294
Clock buffer | 13 | 169 | 0.0550
==> power by group through the flow <==
stage / Clock (mW) / Combinational (mW) / Sequential [mW]
5_1_grt: 1.10 / 0.0245 / 1.02
6_report: 1.01 / 0.0223 / 1.01
4_1_cts: 1.05 / 0.0229 / 1.01
==> how the worst max path moves through the flow <==
| stage | start | to | slack [ns] | depth (start not counted) |
|---|---|---|---|---|
| 5_1_grt | fstate[1]$_SDFFE_PP0P_ | r_row_inc_out | 0.03 | 5 |
| 6_report | fstate[1]$_SDFFE_PP0P_ | r_row_inc_out | 0.19 | 5 |
| 4_1_cts | fstate[1]$_SDFFE_PP0P_ | r_row_inc_out | 0.1 | 5 |
==> state kept, by name, indices dropped and copies added (netlist names), 4 cells and up <==
signal   flops
rrow         8
row_r        8
fstate       4
col          8
skipcnt      4
row          8
Power is estimated from default activity; no workload was simulated.
