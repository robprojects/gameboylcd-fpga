==> /design/flow/run.sh <==
#!/bin/bash
# OpenROAD 26Q1-2900-gdf79404cd8, Yosys 0.63+post, stock flow scripts
make -C /OpenROAD-flow-scripts/flow DESIGN_CONFIG=/design/flow/config.mk WORK_HOME=/design/flow/orfs finish
==> /design/flow/config.mk <==
export PLATFORM = sky130hd
export DESIGN_NAME = lcddrv
export DESIGN_NICKNAME = lcddrv
export VERILOG_FILES = /design/flow/design.v
export SDC_FILE = /design/flow/constraint.sdc
export NUM_CORES = 4
export LEC_CHECK = 1
export CORE_UTILIZATION = 40
==> /design/flow/constraint.sdc <==
current_design lcddrv

set clk_period 4.7
set clk_io_pct 0.2

create_clock -name clk0 -period $clk_period [get_ports {clk}]

set non_clock_inputs [all_inputs -no_clocks]
set_input_delay [expr $clk_period * $clk_io_pct] -clock clk0 $non_clock_inputs
set_output_delay [expr $clk_period * $clk_io_pct] -clock clk0 [all_outputs]
==> /design/flow/design.v <==
`timescale 1ns / 1ps
module lcddrv(
    input clk,
    output rst,
    output cs,
    output cd,
    output rd,
    output wr,
    output [7:0] d,
    input pixvalid,
    input [15:0] pix,
	 input frame
    );
reg [31:0] count;
parameter S_INIT = 4'b0000;
parameter S_DECODE = 4'b0001;
parameter S_DELAY = 4'b0010;
parameter S_WRITE1 = 4'b0011;
parameter S_WRITE2 = 4'b0100;
parameter S_END = 4'b0101;
parameter S_PAUSE = 4'b0110;
parameter S_LSB2 = 4'b0111;
parameter S_MSB1 = 4'b1000;
parameter S_MSB2 = 4'b1001;
parameter S_LSB1 = 4'b1010;
parameter S_WR1 = 4'b1011;
parameter S_WR2 = 4'b1100;
reg [3:0] state;
wire [6:0] romaddr;
reg [9:0] romdata;
reg [6:0] pc;
reg pc_en, cnt_rst, cnt_en;
reg [9:0] inst;
initial begin
	state = S_INIT;
	pc = 0;
	count = 0;
end
wire [7:0] count_low;
wire [7:0] count_high;
assign count_low = count[7:0];
assign count_high = count[22:15];
always @(posedge clk) begin
		case (state)
			S_INIT: if (count_high == 8'hc0)  
							state <= S_DECODE;
			S_DECODE: if (romdata[9] == 1'b0)
								state <= S_WRITE1;
						 else
							if (romdata[8] == 1'b0)
								state <= S_DELAY;
							else
								state <= S_END;
			S_DELAY: if (count_high == inst[7:0])
								state <= S_DECODE;
			S_WRITE1: if (count_low == 8'h08) state <= S_WRITE2;
			S_WRITE2: if (count_low == 8'h10) state <= S_PAUSE;
			S_PAUSE : if (count_low == 8'h18) state <= S_DECODE;
			S_END: state <= S_WR1;
			S_WR1 : state <= S_WR2;
			S_WR2 : state <= S_LSB1;
			S_LSB1:   begin
				if (pixvalid) state <= S_LSB2;
				else if (frame) state <= S_WR1;
			end
			S_LSB2:   state <= S_MSB1;
			S_MSB1:   state <= S_MSB2;
			S_MSB2:   state <= S_LSB1;
		endcase
end
reg lcd_rst, lcd_cd, lcd_cs, lcd_wr, lcd_rd;
reg [7:0] lcd_d;
reg pc_rst;
assign rst = lcd_rst;
assign d = lcd_d;
assign cd = lcd_cd;
assign cs = lcd_cs;
assign wr = lcd_wr;
assign rd = lcd_rd;
always @(state, inst, pix) begin
	lcd_rst = 1'b1;
	pc_en = 1'b0;
	lcd_d = 8'h00;
	lcd_cd = 1'b0;
	lcd_cs = 1'b1;
	lcd_wr = 1'b1;
	lcd_rd = 1'b1;
	cnt_rst = 1'b0;
	cnt_en = 1'b0;
	pc_rst = 1'b0;
	case (state)
		S_INIT: begin
			lcd_rst = 1'b0;
			cnt_en = 1'b1;
		end
		S_DECODE: begin
			pc_en = 1'b1;
			cnt_rst = 1'b1;
		end
		S_DELAY: begin
			cnt_en = 1'b1;
		end
		S_WRITE1: begin
			lcd_d = inst[7:0];
			lcd_cd = ~inst[8];
			lcd_wr = 1'b0;
			lcd_cs = 1'b0;
			cnt_en = 1'b1;
		end
		S_WRITE2: begin
			lcd_d = inst[7:0];
			lcd_cd = ~inst[8];
			lcd_wr = 1'b1;
			lcd_cs = 1'b0;
			cnt_en = 1'b1;
		end
		S_PAUSE: begin
			cnt_en = 1'b1;
		end
		S_WR1: begin
			lcd_d = 8'h2c;
			lcd_cd = 1'b0;
			lcd_wr = 1'b0;
			lcd_cs = 1'b0;
		end
		S_WR2: begin
			lcd_d = 8'h2c;
			lcd_cd = 1'b0;
			lcd_wr = 1'b1;
			lcd_cs = 1'b0;
		end
		S_END : begin
			pc_rst = 1'b1;
			cnt_rst = 1'b1;
		end
		S_LSB1 : begin
			lcd_d = pix[15:8];
			lcd_cs = 1'b0;
			lcd_wr = 1'b0;
			lcd_cd = 1'b1;
			cnt_en = 1'b1;
		end
		S_LSB2 : begin
			lcd_d = pix[15:8];
			lcd_cs = 1'b0;
			lcd_wr = 1'b1;
			lcd_cd = 1'b1;
			cnt_en = 1'b1;
		end
		S_MSB1 : begin
			lcd_d = pix[7:0];
			lcd_cs = 1'b0;
			lcd_wr = 1'b0;
			lcd_cd = 1'b1;
			cnt_en = 1'b1;
		end
		S_MSB2 : begin
			lcd_d = pix[7:0];
			lcd_cs = 1'b0;
			lcd_wr = 1'b1;
			lcd_cd = 1'b1;
			cnt_en = 1'b1;
		end
	endcase
end
always @ (posedge clk)
begin
	if (cnt_rst)
		count <= 0;
	if (cnt_en)
		count <= count + 1;
end
always @(posedge clk) begin
	if (pc_en) inst <= romdata;
end
always @(posedge clk) begin
   if (pc_rst) pc <= 0;
	else if (pc_en) pc <= pc + 1; 
end
assign romaddr = pc;
always @(posedge clk) begin
	case (romaddr)
		7'h00: romdata <= 10'h2c0;
		7'h01: romdata <= 10'h101;
		7'h02: romdata <= 10'h230;
		7'h03: romdata <= 10'h128;
		7'h04: romdata <= 10'h136;
		7'h05: romdata <= 10'h00a;  
		7'h06: romdata <= 10'h12a;
		7'h07: romdata <= 10'h000;
		7'h08: romdata <= 10'h000;
		7'h09: romdata <= 10'h001;
		7'h0a: romdata <= 10'h03f;
		7'h0b: romdata <= 10'h12b;
		7'h0c: romdata <= 10'h000;
		7'h0d: romdata <= 10'h000;
		7'h0e: romdata <= 10'h000;
		7'h0f: romdata <= 10'h0ef;
		7'h10: romdata <= 10'h13a;
		7'h11: romdata <= 10'h055;
		7'h12: romdata <= 10'h2c0;
	   7'h13: romdata <= 10'h1b7;	
		7'h14: romdata <= 10'h007;		
	   7'h15: romdata <= 10'h111;
		7'h16 : romdata <= 10'h000;
		7'h17: romdata <= 10'h2c0;
		7'h18 : romdata <= 10'h129;
		7'h19 : romdata <= 10'h000;
		7'h1a: romdata <= 10'h2c0;
		7'h1b: romdata <= 10'h12c;
		7'h1c: romdata <= 10'h300;
	endcase
end
endmodule
==> impl_metrics.csv <==
group,metric,value,unit
power_and_ir_drop,p_seq_share,43.5,%
yosys,syn_avg_cell_area,8.94,um^2
clock_network,clk_pin_slew,0.11,ns
yosys,synth_cell_types,52,
layout,final_common_cell,"nor2_1",
power_and_ir_drop,switching_share,40.5,%
layout,final_cell_area,0.00386,mm^2
global_route,antenna_found_initial,0,
routing,firstDrtPassIters,4,
timing,finalMaxSlewViolations,0,
clock_network,cts_tree,"done",
min_path,hold_path_class,"reg2reg",
placement,dp_hpwl,5240,um
routing,ant_nets,0,
routing,wire_per_inst,14.5,um
yosys,ys.flops,53,
placement,gp_congestion,0.820,
power_and_ir_drop,internal_power,1.51,mW
setup_path,cp_slowest_cell,"edfxtp_1",
power_and_ir_drop,p_switching,1.03,mW
yosys,synth-edff-count,46,
floorplanning,core,0.00826,mm^2
yosys,ys_cells,382,
timing,setup_viol,0,
routing,drc,0,
routing,antenna_cells,0,
power_and_ir_drop,p_leak,1.37,nW
setup_path,r2r_setup_slack,1.86,ns
setup_path,criticalPathCategory,"reg2out",
timing,slew_headroom,44.7,%
timing,holdWs,0.425,ns
setup_path,crit_arrival,2.61,ns
floorplanning,pin_count,32,
power_and_ir_drop,p_per_area,657,mW/mm^2
global_route,grt_use_total,17.9,%
clock_network,numCtsBuffers,5,
setup_path,crit_path_end_kind,"output pin",
timing,tns,0,ns
global_route,grt_pass1_vias,2531,
flow_run,warnings,29,
floorplanning,die-area,0.00891,mm^2
power_and_ir_drop,clkPwrFrac,10.0,%
placement,pre_cts_slack,1.47,ns
yosys,yosys_area,0.00341,mm^2
clock_network,htreeDepth,2,
timing,hold_viol_final,0,
flow_run,max-cap-violations,0,
timing,rsz0062_at_grt,"no",
floorplanning,die_y,94.4,um
outcome,status,"finished clean",
timing,finClkSkew,0.0157,ns
setup_path,crit_buf_inv,1,
timing,worst_slack,1.15,ns
layout,synthToLayoutAreaGrowth,13.2,%
routing,wl,7310,um
yosys,ys_warn_count,1,
clock_network,holdBufCountCts,0,
clock_network,cts.repair.resized,0,
global_route,grt_first_pass_wirelength,12200,um
timing,post-route-min-period,3.55,ns
power_and_ir_drop,comb_power_share,46.5,%
setup_path,start_kind,"register",
yosys,ff_type,"edfxtp_1",
yosys,async_reset_ff_share,0,%
setup_path,path_max_fanout,22,
routing,vias,2695,
placement,io_buffers,30,
floorplanning,fp_util,41.3,%
yosys,netlist_instances,382,
floorplanning,rows,33,
global_route,grt_max_degree,29,
global_route,overflow,0,
clock_network,clock_insertion_delay_worst_skew,0.31,ns
placement,place_area,0.00378,mm^2
power_and_ir_drop,ir_worst_vdd,286,uV
setup_path,path_cells,"nor2b_1, and2_1, o21a_1, nand2_1, o31ai_1, clkdlybuf4s50_1",
layout,lay_top_cells,"nor2_1 (54), edfxtp_1 (46), nand2_1 (36)",
setup_path,max_stage_delay,0.78,ns
yosys,synth-seq-area-share,44.6,%
clock_network,root_buffer,"clkbuf_8",
yosys,synth_area,0.00341,mm^2
floorplanning,die_w,94.4,um
routing,viasPerCell,5.35,
setup_path,cp_top_family,"flip-flops",
timing,worst_pin_slew,0.829,ns
routing,drt_iter0_drc,196,
clock_network,postCtsSetupBuffers,0,
timing,period_used_share,75.6,%
layout,layout-drive-gt1-share,5.01,%
clock_network,clk_path_buf_depth,2,
clock_network,cts_num_sinks,53,
setup_path,required,3.76,ns
timing,fmax,0.282,GHz
==> power by group through the flow <==
stage / sequential, mW / combinational [mW] / clock (mW)
5_1_grt: 1.14 / 1.34 / 0.282
6_report: 1.10 / 1.18 / 0.254
4_1_cts: 1.10 / 1.19 / 0.264
==> flip-flops by register name, indices dropped and copies added, names as in the netlist <==
register	count
count	23
inst	9
pc	7
romdata	10
state	4
==> cells in the mapped netlist (all sizes together) (2+ instances only) <==
library cell | n | share of area, %
nor2 | 54 | 5.9
edfxtp | 46 | 40
nand2 | 36 | 4.0
xnor2 | 32 | 8.2
a21oi | 19 | 2.8
o21ai | 19 | 2.8
inv | 17 | 1.9
nand3 | 16 | 2.3
clkbuf | 15 | 1.6
buf | 10 | 1.4
nor3 | 10 | 1.5
nand2b | 9 | 1.6
dfxtp | 7 | 4.1
a22oi | 6 | 1.3
ha | 6 | 2.2
nor2b | 6 | 1.1
nand4 | 5 | 0.92
nor4 | 5 | 0.92
a21o | 4 | 0.88
and3 | 4 | 0.73
and4 | 4 | 1.0
o22ai | 4 | 0.73
o31ai | 4 | 0.88
xor2 | 4 | 1.0
a21boi | 3 | 0.66
or3 | 3 | 0.55
a31o | 2 | 0.51
a31oi | 2 | 0.37
a32oi | 2 | 0.51
mux2i | 2 | 0.59
nand3b | 2 | 0.44
nor4b | 2 | 0.70
o211ai | 2 | 0.44
o21a | 2 | 0.44
o221ai | 2 | 0.51
o2bb2ai | 2 | 0.51
o32ai | 2 | 0.51
or2 | 2 | 0.37
==> routing by layer <==
metal	wire length, um	track usage [%]	vias up
met5	0	0	-
met4	40	1.28	0
met3	200	2.37	4
met2	3560	28.7	36
met1	3510	28.2	1270
li1	-	-	1385
==> cell families after synthesis <==
| logic type | after synthesis | share of synthesized area (%) |
|---|---|---|
| AOI/OAI and AO/OA | 81 | 15.6 |
| muxes | 2 | 0.586 |
| adders and majority gates | 6 | 2.20 |
| other | 1 | 0.110 |
| DFF | 53 | 44.6 |
| buffers and inverters | 42 | 4.91 |
| xor gates and xnor gates | 36 | 9.23 |
| and+or+nand+nor | 161 | 22.8 |
==> per-stage QoR <==
| step | utilization, % | std cells | power [mW] |
|---|---|---|---|
| final | 46.8 | 504 | 2.54 |
| after global routing | 46.8 | 504 | 2.76 |
| after CTS | 46.8 | 504 | 2.56 |
| after detailed placement | 45.7 | 496 | 2.30 |
| after global placement | 45.7 | 496 | 2.29 |
| after floorplan | - | 382 | 1.90 |
==> layout make-up <==
| type | instances | area, um^2 |
|---|---|---|
| multi-input cells | 287 | 1730 |
| flip-flops and latches | 53 | 1520 |
| fillers | 793 | 4390 |
| clock buffers | 6 | 72.6 |
| well taps | 105 | 131 |
| repair buffers | 34 | 330 |
| inverters | 17 | 63.8 |
| clock inverters | 2 | 15.0 |
==> path summary, 6_finish.rpt <==
| check | end | startpoint | depth (start not counted) |
|---|---|---|---|
| setup reg to reg | romdata[9] | pc[3] | 5 |
| hold reg to reg | inst[0] | romdata[0] | 0 |
| setup / recovery | d[2] | state[2] | 6 |
| hold / removal | inst[0] | romdata[0] | 0 |
Power and IR drop assume default switching activity.
